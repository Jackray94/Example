**./design.v**
```verilog
`timescale 1ns / 1ps
module addr_counter #(
    parameter integer ADDR_WIDTH = 13
)(
    input wire clk,
    input wire i_reset,
    input wire i_count_go,
    input wire i_reset_counter,
    output reg [ADDR_WIDTH-1:0] o_addra_counter  
);
    reg [26:0] ref_count = 'b0;
    reg enable_at_refresh = 1'b0;
    parameter [26:0] cycles_at_refresh_rate = 100_000_000;
    always @ (posedge clk)
        if (!i_reset)
            o_addra_counter <= 0;
        else
            if (enable_at_refresh == 1'b1) 
            begin
                if (i_reset_counter == 1'b1)
                    o_addra_counter <= 0;
                else if (i_count_go == 1'b1)
                    o_addra_counter <= o_addra_counter + 1;
                else
                    o_addra_counter <= o_addra_counter;
            end else 
                o_addra_counter <= o_addra_counter;
    always @ (posedge clk)
        if (!i_reset)
            ref_count <= 4'b0000;
        else if (ref_count == cycles_at_refresh_rate-1) begin
            ref_count <= 4'b0000;
            enable_at_refresh <= 1'b1;
        end else begin
            ref_count <= ref_count + 1;
            enable_at_refresh <= 1'b0;
        end
endmodule
```
**./run.sh**
```bash
#!/bin/bash
# OpenROAD 26Q1-2900-gdf79404cd8, Yosys 0.63+post, stock flow scripts
make -C /OpenROAD-flow-scripts/flow DESIGN_CONFIG=/design/flow/config.mk WORK_HOME=/design/flow/orfs finish
```
**./config.mk**
```make
export PLATFORM = sky130hd
export DESIGN_NAME = addr_counter
export DESIGN_NICKNAME = addr_counter
export VERILOG_FILES = /design/flow/design.v
export SDC_FILE = /design/flow/constraint.sdc
export NUM_CORES = 4
export LEC_CHECK = 1
export CORE_UTILIZATION = 40
```
**./constraint.sdc**
```tcl
current_design addr_counter

set clk_period 3.3
set clk_io_pct 0.2

create_clock -name clk0 -period $clk_period [get_ports {clk}]

set non_clock_inputs [all_inputs -no_clocks]
set_input_delay [expr $clk_period * $clk_io_pct] -clock clk0 $non_clock_inputs
set_output_delay [expr $clk_period * $clk_io_pct] -clock clk0 [all_outputs]
```
==> impl_metrics.json <==
{
  "port_buffers": 16,
  "numClockSinks": 41,
  "max_slew_margin_pct": 75.39,
  "ys_seq_share_pct": 42.16,
  "fraction_of_power_spent_switching_nets_pct": 21.71,
  "finalHoldViolations": 0,
  "timing.critical_path.slowest_cell_delay_ns": 0.53,
  "fillCellCount": 466,
  "netlist-cell-type-count": 35,
  "setup_viol": 0,
  "cts.path.max_buffers": 2,
  "critPathMaxFanout": 9,
  "fp.dieW_um": 72.19,
  "synthArstFlopShare_pct": 0,
  "power_switching_uw": 182.0,
  "max_fclk_ghz": 0.4887,
  "detailedPlacementHpwl_um": 2510,
  "drt_first_iter_violations": 42,
  "detail_route.drc_violations": 0,
  "final.period_utilization_pct": 62.00,
  "run_status": "complete, no violations",
  "post-route-util_pct": 47.71,
  "grt_util_all_layers_pct": 15.60,
  "drt-wirelength-per-cell_um": 12.06,
  "grt_setup_unrepaired": "false",
  "critical_path.top_delay_family": "AND-OR/OR-AND gates",
  "htree_levels": 2,
  "global_route_wire_length_before_repair_um": 6451,
  "syn-instance-count": 221,
  "share_clk_of_total_power_pct": 37.0,
  "cts_hold_buffers": 0,
  "total_wirelength_of_the_detailed_routed_design_um": 3689,
  "worstSetupEndpointType": "flip-flop",
  "fp.dieArea_mm2": 0.005211,
  "total_leakage_power_nw": 0.7309,
  "die.size.y_um": 72.19,
  "drv.max_cap_violation_count": 0,
  "cts_tree": "yes",
  "total_power_uw": 838.7,
  "cts-buffers-inserted": 5,
  "enable_flop_cells": 1,
  "worst_pin_slew_ns": 0.3682,
  "pin_count_of_the_biggest_net_entering_global_routing": 26,
  "io_pins": 17,
  "cpMaxStageDelayCell": "sky130_fd_sc_hd__clkdlybuf4s50_1",
  "final_cell_area_mm2": 0.002253,
  "initial_antenna_violation_count": 0,
  "core_region_mm2": 0.004723,
  "yosysWarnings": 1,
  "final_layout_size_suffix_gt1_share_pct": 6.695,
  "placement_rows": 25,
  "cp.buffers_inverters": 1,
  "arrival_ns": 2.26,
  "reg2reg_setup_slack_ns": 1.43,
  "area_taken_by_multi_input_logic_gates_mm2": 0.001070,
  "final_layout_top_logic_cells": "sky130_fd_sc_hd__dfxtp_1, sky130_fd_sc_hd__nor2_1, sky130_fd_sc_hd__nand3_1, sky130_fd_sc_hd__clkdlybuf4s50_1, sky130_fd_sc_hd__xor2_1",
  "dr_total_vias": 1623,
  "placement.cell_area_mm2": 0.002171,
  "cts_setup_buffers": 0,
  "clk-insertion-delay-late_ns": 0.29,
  "yosys_most_used_dff": "sky130_fd_sc_hd__dfxtp_1",
  "yosysChipArea_mm2": 0.001971,
  "clkSlewWorstSetupHoldPaths_ns": 0.08,
  "cp_data_required_time_ns": 3.52,
  "vias_per_cell": 5.304,
  "path_class": "input pin to flip-flop",
  "r2r.worst_path.cells": 4,
  "layout_top_cell_excl_fill_tap": "sky130_fd_sc_hd__dfxtp_1",
  "power_share_of_the_combinational_group_pct": 2.9,
  "grt_pass1_vias": 1451,
  "first_pass_iters": 4,
  "worst_r2r_startpoint": "ref_count[8]",
  "insertedDiodeCount": 0,
  "hp-start": "ref_count[0]",
  "cts_repair_resize_count": 0,
  "synth.ff_latch_count": 41,
  "power.density_mw_per_mm2": 372.2,
  "setup_skew_ns": 0.009073,
  "crit_path_cell_trace": "clkdlybuf4s50_1 -> o2111a_1 -> nand3_1 -> or4_1 -> a21oi_1",
  "antenna_left": 0,
  "vdd.ir_drop.worst_mv": 0.2186,
  "initCoreUtil_pct": 41.72,
  "syn_area_per_cell_um2": 8.917,
  "period_needed_ns": 2.046,
  "worst_setup_start_kind": "input pin",
  "worst_hold_path_type": "flip-flop to flip-flop",
  "internal_power_uw": 656.6,
  "overflow": 0,
  "clock_tree.root_cell": "sky130_fd_sc_hd__clkbuf_8",
  "share_seq_of_total_power_pct": 60.1,
  "synth.cell_area_mm2": 0.001971,
  "stage_log_warnings": 25,
  "finalMaxSlewViolations": 0,
  "worst_hold_path.endpoint": "ref_count[0]",
  "critical_path_depth": 5,
  "min_delay_path_depth": 1,
  "final.setup.tns_ns": 0,
  "yosys-stat-cells": 221,
  "seqCellArea_um2": 830.8,
  "rr_endpoint": "ref_count[21]",
  "area_growth_syn_to_layout_pct": 14.35,
  "place_congestion": 0.8233
}
-- final cells by class --
class | instances | area share (%)
Multi-Input combinational cell | 168 | 47.47
Sequential cell | 41 | 36.87
Timing Repair Buffer | 17 | 7.440
Tap cell | 67 | 3.720
Clock buffer | 6 | 3.220
Inverter | 5 | 0.8329
Clock inverter | 2 | 0.4442
-- power groups by stage --
| stage | sequential, mW | combinational, mW | clock (mW) |
|---|---|---|---|
| finish | 0.504 | 0.0241 | 0.310 |
| global route | 0.505 | 0.0275 | 0.342 |
| CTS | 0.504 | 0.0247 | 0.325 |
-- per-stage QoR --
step / worst slack, ns / instances / hold slack, ns
2_1_floorplan: 1.634 / 221 / 0.4259
3_3_place_gp: 1.005 / 298 / 0.4385
3_5_place_dp: 0.9668 / 298 / 0.4466
4_1_cts: 1.270 / 306 / 0.4634
5_1_grt: 1.106 / 306 / 0.5257
6_report: 1.254 / 306 / 0.4607
-- layer usage --
metal / vias to the layer above / GRT usage [%] / routed length [um] / part of all wire [%]
met5: - / 0 / 0 / 0
met4: 0 / 1.525 / 23 / 0.62
met3: 2 / 3.380 / 125 / 3.4
met2: 26 / 25.96 / 1652 / 45
met1: 745 / 22.21 / 1888 / 51
li1: 850 / - / - / -
-- how the worst max path moves through the flow --
stage	from	slack, ns	endpoint
after CTS	i_reset_counter	1.27	o_addra_counter[12]
after global routing	i_reset_counter	1.11	o_addra_counter[12]
final	i_reset_counter	1.25	o_addra_counter[12]
-- registers in the layout, indices dropped and copies added, names as in the netlist --
signal and flops:
ref_count 27, o_addra_counter 13, enable_at_refresh 1
-- cells by family (layout without fill, tap and decap cells) --
logic type	count (synthesis)	after routing	synth area share (%)
simple gates	109	109	31.49
xor+xnor	21	21	9.334
buf+inv	12	30	3.555
compound gates	36	36	12.19
flops	41	41	42.16
fa+ha+maj	2	2	1.270
-- Yosys cell counts (2+ instances only) --
master | number | area share [%]
sky130_fd_sc_hd__dfxtp_1 | 40 | 41
sky130_fd_sc_hd__nor2_1 | 22 | 4.2
sky130_fd_sc_hd__nand3_1 | 16 | 4.1
sky130_fd_sc_hd__xor2_1 | 15 | 6.7
sky130_fd_sc_hd__a21oi_1 | 14 | 3.6
sky130_fd_sc_hd__nand2_1 | 13 | 2.5
sky130_fd_sc_hd__nand4_1 | 12 | 3.8
sky130_fd_sc_hd__o31ai_1 | 11 | 4.2
sky130_fd_sc_hd__and3_1 | 10 | 3.2
sky130_fd_sc_hd__or4_1 | 9 | 3.4
sky130_fd_sc_hd__and2_1 | 6 | 1.9
sky130_fd_sc_hd__o21ai_0 | 6 | 1.5
sky130_fd_sc_hd__xnor2_1 | 6 | 2.7
sky130_fd_sc_hd__inv_1 | 5 | 0.95
sky130_fd_sc_hd__nor3_1 | 4 | 1.0
sky130_fd_sc_hd__or3_1 | 4 | 1.3
sky130_fd_sc_hd__and4_1 | 3 | 1.3
sky130_fd_sc_hd__a21oi_2 | 2 | 0.89
sky130_fd_sc_hd__buf_2 | 2 | 0.51
sky130_fd_sc_hd__buf_4 | 2 | 0.76
sky130_fd_sc_hd__buf_6 | 2 | 1.1
sky130_fd_sc_hd__ha_1 | 2 | 1.3
sky130_fd_sc_hd__nor4b_1 | 2 | 0.89
sky130_fd_sc_hd__or4_4 | 2 | 1.1
-- worst register-to-register path, delay by kind of cell (launching register included) --
family          cells  cell delay (ns)
compound gates      1             0.15
simple gates        3             1.20
flops               1             0.46
Power figures rest on the tool's default switching activity, not on a simulated workload.
