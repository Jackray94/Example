==> flow/design.v <==
`timescale 1ns / 1ps
module SM(
    input wire i_clk,
    input wire i_reset,
    input wire i_sw1,
    input wire i_sw2,
    input wire [12:0] i_addra_counter,
    input wire btn, 
    output reg o_count_go,
    output reg o_reset_counter,
    output reg o_interrupt,
    output reg [31:0] dina_two_bit,
    output reg wea,
    output reg ena,
    output reg [12:0] addra 
    );
    reg [1:0] state_reg; 
    parameter [1:0]     init = 2'd0, 
                        load = 2'd1;
    always @ (posedge i_clk)
    begin
        o_interrupt         <= 'b0;
        dina_two_bit        <= 'b0;
        addra               <= 'b0;
        wea                 <= 'b0;
        ena                 <= 'b0;
        o_count_go          <= 'b0;
        o_reset_counter     <= 'b0;
        if (!i_reset)
        begin
            state_reg         <= init;
            o_reset_counter   <= 1'b1;
        end else
            case (state_reg)
                init:   
                    begin
                        if (btn == 1'b1)
                        begin
                            state_reg           <= load;
                            wea                 <= 1'b1;
                            ena                 <= 1'b1;
                            addra               <= 13'd0;
                            dina_two_bit        <= {{30{1'b0}},i_sw2,i_sw1};
                            o_interrupt         <= 1'b1;
                            o_count_go          <= 1'b1;
                        end else
                        begin 
                            state_reg           <= init;
                            o_reset_counter     <= 1'b1;
                        end
                    end
                load:
                    begin
                        if (btn == 1'b1)
                        begin
                            state_reg           <= load;
                            wea                 <= 1'b1;
                            ena                 <= 1'b1;
                            addra               <= i_addra_counter; 
                            dina_two_bit        <= {{30{1'b0}},i_sw2,i_sw1};
                            o_interrupt         <= 1'b1;
                            o_count_go           <= 1'b1;
                        end
                        else
                        begin
                            state_reg           <= load;
                        end
                    end
                default:
                    begin
                        o_interrupt       <= 'b0;
                        dina_two_bit      <= 'b0;
                        addra             <= 'b0;
                        wea               <= 'b0;
                        ena               <= 'b0;
                        o_count_go        <= 'b0;
                        o_reset_counter   <= 'b0;
                    end
            endcase
    end
endmodule
==> flow/run.sh <==
#!/bin/bash
# OpenROAD 26Q1-2900-gdf79404cd8, Yosys 0.63+post, stock flow scripts
make -C /OpenROAD-flow-scripts/flow DESIGN_CONFIG=/design/flow/config.mk WORK_HOME=/design/flow/orfs finish
==> flow/config.mk <==
export PLATFORM = sky130hd
export DESIGN_NAME = SM
export DESIGN_NICKNAME = SM
export VERILOG_FILES = /design/flow/design.v
export SDC_FILE = /design/flow/constraint.sdc
export NUM_CORES = 4
export LEC_CHECK = 1
export CORE_AREA = 10 10 82 82
export DIE_AREA = 0 0 92 92
==> flow/constraint.sdc <==
current_design SM

set clk_period 1.7
set clk_io_pct 0.2

create_clock -name clk0 -period $clk_period [get_ports {i_clk}]

set non_clock_inputs [all_inputs -no_clocks]
set_input_delay [expr $clk_period * $clk_io_pct] -clock clk0 $non_clock_inputs
set_output_delay [expr $clk_period * $clk_io_pct] -clock clk0 [all_outputs]
==> results_dict.tcl <==
# metrics dict for downstream scripts
set metrics [dict create \
    cp-end-kind "output pin" \
    die-area_sq_um 8464 \
    largest_reg_flops 13 \
    p_int_uw 689.7 \
    rows 26 \
    place_congestion 0.7239 \
    dieWidth_um 92 \
    drv_cap 0 \
    grt_max_degree 14 \
    fin_ws_ps 257.8 \
    area_delta_synth_final_pct 44.71 \
    leakagePower_nw 0.4924 \
    path_cells "clkdlybuf4s50_1" \
    avgSynthCellArea_sq_um 10.56 \
    htree_levels 1 \
    pre_cts_ws_ps 317.7 \
    fill_cells 568 \
    hold_path_depth 1 \
    status "complete, no violations" \
    lay_top_count "clkdlybuf4s50_1" \
    hold_viol 0 \
    drc 0 \
    root_buffer "clkbuf_8" \
    drt-initial-drc-count 5 \
    skew_ps 0.3076 \
    synth-seq-area-share_pct 48.03 \
    reg2reg_to "dina_two_bit[0]$_SDFF_PN0_" \
    cp.depth 1 \
    io_buffers 37 \
    arrival_ps 1100 \
    ctsHoldBuffers 0 \
    netlist_area_sq_um 792.0 \
    critical_path.top_delay_family "buffers and inverters" \
    finalSetupViolations 0 \
    wire_per_inst_um 10.15 \
    start_kind "register" \
    antenna_found_initial 0 \
    critPathBufInv 1 \
    path_clk_slew_ps 70 \
    wirelength_um 1838 \
    holdCritStartpoint "state_reg[1]$_DFF_P_" \
    antenna_cells 0 \
    via_count 456 \
    fp.dieH_um 92 \
    cpPeakStageDelay_ps 480 \
    hold_end "state_reg[1]$_DFF_P_" \
    cts_resized 0 \
    core-area_sq_um 5075 \
    yosysWarnings 1 \
    instances_no_fill 181 \
    grt_pass1_vias 518 \
    dp_hpwl_um 1628 \
    hp-class "reg2reg" \
    overflow 0 \
    critPathSlowestCell "clkdlybuf4s50_1" \
    seq_area_sq_um 380.4 \
    pwr_density_cell_nw_per_um2 745.6 \
    cts_buffer_depth 2 \
    worstRegToRegCells 2 \
    initCoreUtil_pct 15.61 \
    critical_path_class "reg2out" \
    placedCellCount 177 \
    crit_required_ps 1360 \
    viasPerCell 2.519 \
    warnings 25 \
    finish.instance_area_sq_um 1146 \
    fin_crit_ps 1442 \
    reg2reg_from "state_reg[1]$_DFF_P_" \
    reg2reg_slack_ps 880 \
    fin_tns_setup_ps 0 \
    clock_latency_ps 250 \
    first_pass_iters 3 \
    comb_area_sq_um 257.7 \
    period_used_pct 84.83 \
    route.antenna.remaining_nets 0 \
    synth_cells 75 \
    clkPwrFrac_pct 35.4 \
    synth_chip_area_sq_um 792.0 \
    p_comb_share_pct 10.1 \
    switching_power_uw 164.8 \
    ys_types 11 \
    layout_top_cells "clkdlybuf4s50_1 (37), conb_1 (30), dfxtp_1 (19)" \
    ys.flops 19 \
    post_cts_buffers 0 \
    grt_usage_pct 4.132 \
    rsz0062_at_grt "no" \
    clock-sinks 19 \
    seq_power_share_pct 54.5 \
    placed_area_sq_um 1100 \
    cts_tree "done" \
    grt_pass1_wl_um 2773 \
    vdd_drop_max_mv 0.3284 \
    final_max_slew_viol_count 0 \
    ys_cells 75 \
    maxClockFrequency_mhz 693.4 \
    p_sw_share_pct 19.29 \
    cts_inserted_buffers 3 \
    drive_gt1_share_pct 13.51 \
    crit_fanout 4 \
    ios 68 \
]
## area by class of cell
cell class                      count  area share, %
Clock inverter                      1         0.4367
Clock buffer                        3          3.603
Sequential cell                    19          33.19
Inverter                            1         0.3275
Multi-Input combinational cell     50          22.49
Timing Repair Buffer               37          32.31
Tap cell                           70          7.642
## routing by layer
| layer | GRT usage [%] | routed length, um | up-vias |
|---|---|---|---|
| met3 | 2.965 | 255 | 0 |
| met2 | 6.471 | 829 | 39 |
| met4 | 0 | 0 | 0 |
| met1 | 4.807 | 753 | 179 |
| met5 | 0 | 0 | - |
| li1 | - | - | 238 |
## synth_stat cells, drive strengths merged
cell type / number / area share [%]
o21a: 1 / 0.95
conb: 1 / 0.47
and2: 15 / 13
o211a: 1 / 1.3
o21ai: 2 / 1.3
dfxtp: 19 / 48
inv: 1 / 0.47
buf: 34 / 33
and3: 1 / 1.4
## worst max-delay path by stage
stage,from,end,slack [ps]
finish,o_interrupt$_SDFF_PN0_,ena,260
CTS,o_interrupt$_SDFF_PN0_,ena,230
global route,o_interrupt$_SDFF_PN0_,ena,200
## stage by stage
step	utilization [%]	power (mW)	hold slack [ps]
after floorplan	-	0.5408	416.2
after global placement	21.67	0.5656	479.1
after detailed placement	21.67	0.5664	483.5
after CTS	22.58	0.8741	495.3
after global routing	22.58	0.9076	510.2
final	22.58	0.8545	496.9
## power by group through the flow
stage / sequential [mW] / clock, mW / combinational, mW
4_1_cts: 0.465 / 0.318 / 0.0910
5_1_grt: 0.467 / 0.342 / 0.0990
6_report: 0.465 / 0.303 / 0.0863
## logic make-up (layout without fill, tap and decap cells)
family | count (synthesis) | after routing | share of synthesized area (%)
buf+inv | 35 | 42 | 33.18
simple gates | 16 | 16 | 14.85
flops | 19 | 19 | 48.02
compound gates | 4 | 4 | 3.476
other cells | 1 | 30 | 0.4735
Power is estimated from default activity; no workload was simulated.
